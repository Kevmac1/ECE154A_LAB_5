## design/flow/run.sh

```bash
#!/bin/bash
# OpenROAD 26Q1-2900-gdf79404cd8, Yosys 0.63+post, stock flow scripts
make -C /OpenROAD-flow-scripts/flow DESIGN_CONFIG=/design/flow/config.mk WORK_HOME=/design/flow/orfs finish
```

## design/flow/config.mk

```make
export PLATFORM = sky130hd
export DESIGN_NAME = ucsbece154a_alu
export DESIGN_NICKNAME = ucsbece154a_alu
export VERILOG_FILES = /design/flow/design.v
export SDC_FILE = /design/flow/constraint.sdc
export NUM_CORES = 4
export LEC_CHECK = 1
export CORE_UTILIZATION = 40
```

## design/flow/constraint.sdc

```tcl
current_design ucsbece154a_alu

set clk_period 27.1
set clk_io_pct 0.2

create_clock -name clk0 -period $clk_period

set non_clock_inputs [all_inputs -no_clocks]
set_input_delay [expr $clk_period * $clk_io_pct] -clock clk0 $non_clock_inputs
set_output_delay [expr $clk_period * $clk_io_pct] -clock clk0 [all_outputs]
```

## design/flow/design.v

```verilog
module ucsbece154a_alu (
    input        [31:0] a_i, b_i,
    input         [2:0] alucontrol_i,
    output reg   [31:0] result_o,
    output wire         zero_o
);
localparam   [31:0] pc_start = 32'h00010000;
localparam    [2:0] ALUcontrol_add = 3'b000;
localparam    [2:0] ALUcontrol_sub = 3'b001;
localparam    [2:0] ALUcontrol_and = 3'b010;
localparam    [2:0] ALUcontrol_or  = 3'b011;
localparam    [2:0] ALUcontrol_slt = 3'b101;
localparam    [1:0] ALUop_mem   = 2'b00;
localparam    [1:0] ALUop_beq   = 2'b01;
localparam    [1:0] ALUop_other = 2'b10;
localparam    [1:0] ResultSrc_aluout    = 2'b00;
localparam    [1:0] ResultSrc_data      = 2'b01;
localparam    [1:0] ResultSrc_aluresult = 2'b10;
localparam    [1:0] ResultSrc_lui       = 2'b11;
localparam          ALUSrcA_pc    = 2'b00;
localparam          ALUSrcA_oldpc = 2'b01;
localparam          ALUSrcA_reg   = 2'b10;
localparam          ALUSrcB_reg   = 2'b00;
localparam          ALUSrcB_imm   = 2'b01;
localparam          ALUSrcB_4     = 2'b10;
localparam    [2:0] imm_Itype = 3'b000;
localparam    [2:0] imm_Stype = 3'b001;
localparam    [2:0] imm_Btype = 3'b010;
localparam    [2:0] imm_Jtype = 3'b011;
localparam    [2:0] imm_Utype = 3'b100;
localparam    [2:0] instr_addsub_funct3 = 3'b000; 
localparam    [2:0] instr_slt_funct3    = 3'b010;  
localparam    [2:0] instr_or_funct3     = 3'b110;  
localparam    [2:0] instr_and_funct3    = 3'b111;  
localparam    [6:0] instr_Rtype_op    = 7'b0110011;
localparam    [6:0] instr_lw_op       = 7'b0000011;
localparam    [6:0] instr_sw_op       = 7'b0100011;
localparam    [6:0] instr_jal_op      = 7'b1101111;
localparam    [6:0] instr_beq_op      = 7'b1100011;
localparam    [6:0] instr_ItypeALU_op = 7'b0010011;
localparam    [6:0] instr_lui_op      = 7'b0110111;
localparam    [3:0] state_Fetch    = 4'd0;
localparam    [3:0] state_Decode   = 4'd1;
localparam    [3:0] state_MemAdr   = 4'd2;
localparam    [3:0] state_MemRead  = 4'd3;
localparam    [3:0] state_MemWB    = 4'd4;
localparam    [3:0] state_MemWrite = 4'd5;
localparam    [3:0] state_ExecuteR = 4'd6;
localparam    [3:0] state_ALUWB    = 4'd7;
localparam    [3:0] state_ExecuteI = 4'd8;
localparam    [3:0] state_JAL      = 4'd9;
localparam    [3:0] state_BEQ      = 4'd10;
localparam    [3:0] state_LUI      = 4'd11;
always @ * begin
    case (alucontrol_i)
        ALUcontrol_and: result_o = a_i & b_i;
        ALUcontrol_or: result_o = a_i | b_i;
        ALUcontrol_add: result_o = a_i + b_i;
        ALUcontrol_sub: result_o = a_i - b_i;
        ALUcontrol_slt: result_o = {31'b0, ($signed(a_i)<$signed(b_i))};
        default: begin
            result_o = {32{1'bx}};
        end
    endcase
end
assign zero_o = (result_o == 32'b0);
endmodule
```

==> metrics.cfg <==
[routing]
drc=0
dr.pass1.iters=5
drt_iter0_markers=800
via_per_inst=6.13
vias=6985
n_antenna_cell=0
post_drt_wl_per_cell_um=19.8
drtAntennaViolNets=0
totalWireLength_mm=22.5

[critical_path]
critPathMaxStageDelay_ps=670
cp_data_required_time_ps=21680
startpoint_type=primary input
endpoint_kind=primary output
crit_type=in -> out
path_cells=clkdlybuf4s50_1, inv_1, ha_1, a21oi_1, o211ai_2, a211oi_4, o31ai_2, a221o_2, xnor2_1, a21oi_1, a2111oi_0, nand4bb_1, nor4_2, clkdlybuf4s50_1
crit_family=AND-OR/OR-AND gates
arrival_ps=10120
timing.critical_path.buf_inv=3
crit_slowest_cell=a2111oi_0
worst-path-max-fanout=13

[yosys]
ys_area_um2=5830
ys_cells=899
yosysWarnings=1
syn_area_um2=5830
synth.distinct_cells=93
synthCells=899
avgSynthCellArea_um2=6.48
synth_seq_share_pct=0

[power]
finalPower_uw=153
leakagePower_uw=0.00307
peakVddDrop_mv=0.00832
powerDensity_nw_per_um2=22.0

[sta]
max-slew-margin-rel_pct=38.5
setup-violations-final=0
finalHoldViolations=0
rsz0062_at_grt=no
period_needed_ps=15540
worst_pin_slew_ps=909
fin_setup_tns_ps=0
fmax_ghz=0.0643
period_used_pct=57.3
maxSlewViolCount=0

[flow_run]
warnings=99
drv_cap=0

[final_layout]
fillerInstances=1463
lay_top_count=inv_1
lay_top_cells=inv_1 (104), clkdlybuf4s50_1 (100), ha_1 (99), nor2_1 (95), a21oi_1 (89)
seqCellArea_um2=0
utilization_pct=49.3
syn2layout_area_growth_pct=18.9
num-clock-buffers=0
seq_cells=0
final_cell_area_um2=6930
drive_above_1_share_pct=4.90

[floorplanning]
die_area_um2=15100
coreArea_um2=14000
placement_rows=43
die_height_um=123
initCoreUtil_pct=41.5
boundaryPins=100
die_x_um=123

[placed_design]
place.gp.congestion=1.02
hpwl_mm=18.0
portBuffers=100
place_area_um2=6930

[min_path]
hp-class=in -> out
min_to=result_o[31]
worstHoldStart=b_i[31]
whs_path_depth=5

[clocking]
cts_hold_buf=0
cts_resized=0
post_cts.repair.setup_buffers=0

[global_routing]
gr-total-overflow=0
antenna_found_initial=0
grt_pass1_vias=6307
grt_pass1_wl_mm=34.5
grt_max_degree=31
grt.total_usage_pct=30.2

[outcome]
status=finished clean

-- worst max path at each step --
stage	start	slack, ps	endpoint	cells past startpoint
4_1_cts	a_i[6]	11700	zero_o	14
5_1_grt	a_i[6]	11310	zero_o	14
6_report	a_i[6]	11560	zero_o	14
-- power breakdown --
part | leakage (uW) | switching [uW] | internal, uW | total, uW
Clock | 0 | 0 | 0 | 0
Combinational | 0.00307 | 89.1 | 63.5 | 153
Sequential | 0 | 0 | 0 | 0
-- logic make-up (layout without fill, tap and decap cells) --
| kind of cell | Yosys count | count (layout) | share of synthesized area, % |
|---|---|---|---|
| AND-OR/OR-AND | 340 | 340 | 40.5 |
| XOR/XNOR | 13 | 13 | 1.95 |
| adder cells (fa/ha/maj) | 101 | 101 | 21.9 |
| buffers and inverters | 161 | 222 | 10.9 |
| multiplexers | 7 | 7 | 1.20 |
| AND/OR/NAND/NOR | 277 | 277 | 23.5 |
-- routing by layer --
metal / wire length, um / global-route usage (%)
met1: 10100 / 43.9
met2: 9940 / 47.9
met3: 1930 / 3.42
met4: 535 / 6.17
met5: 0 / 0
-- synthesized netlist by cell type (all sizes together) (8+ instances only) --
| master | number | area (um^2) |
|---|---|---|
| nand2 | 63 | 236 |
| buf | 14 | 83.8 |
| nand4 | 9 | 56.3 |
| o21ai | 63 | 315 |
| a21o | 18 | 135 |
| or3 | 11 | 68.8 |
| nor3 | 17 | 96.4 |
| clkbuf | 36 | 135 |
| o31ai | 8 | 65.1 |
| a31oi | 13 | 96.3 |
| o22ai | 9 | 56.3 |
| nand3 | 24 | 125 |
| a21oi | 90 | 454 |
| xnor2 | 11 | 96.3 |
| inv | 110 | 413 |
| a211o | 9 | 78.8 |
| ha | 99 | 1240 |
| a211oi | 20 | 173 |
| nor2 | 95 | 357 |
| nor2b | 13 | 81.3 |
| o211ai | 20 | 155 |
| o21bai | 14 | 105 |
-- stage by stage --
step / worst slack, ps / hold WS [ps] / instances
after floorplan: 13640 / 11050 / 899
after global placement: 11740 / 12050 / 1140
final: 11560 / 12050 / 1140
after CTS: 11700 / 12060 / 1140
after global routing: 11310 / 12130 / 1140
after detailed placement: 11710 / 12040 / 1140
-- layout make-up --
cell class / count / area [um^2] / area share, %
Inverter: 111 / 417 / 6.02
Multi-Input combinational cell: 738 / 5200 / 75.1
Tap cell: 180 / 225 / 3.25
Timing Repair Buffer: 111 / 1080 / 15.6
Power and IR drop assume default switching activity.
