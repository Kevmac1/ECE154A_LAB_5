--- design/flow/design.v ---
module ucsbece154a_rf (
    input               clk,
    input         [4:0] a1_i, a2_i, a3_i,
    output wire  [31:0] rd1_o, rd2_o,
    input               we3_i,
    input        [31:0] wd3_i
);
reg [31:0] MEM [0:31];
assign rd1_o = MEM[a1_i];
assign rd2_o = MEM[a2_i];
initial MEM[0] = 32'b0;
always @ (posedge clk) begin
    if (we3_i && (a3_i!=5'b0))
        MEM[a3_i] <= wd3_i;
end
endmodule
--- design/flow/run.sh ---
#!/bin/bash
# OpenROAD 26Q1-2900-gdf79404cd8, Yosys 0.63+post, stock flow scripts
make -C /OpenROAD-flow-scripts/flow DESIGN_CONFIG=/design/flow/config.mk WORK_HOME=/design/flow/orfs finish
--- design/flow/config.mk ---
export PLATFORM = sky130hd
export DESIGN_NAME = ucsbece154a_rf
export DESIGN_NICKNAME = ucsbece154a_rf
export VERILOG_FILES = /design/flow/design.v
export SDC_FILE = /design/flow/constraint.sdc
export NUM_CORES = 4
export LEC_CHECK = 1
export CORE_UTILIZATION = 40
--- design/flow/constraint.sdc ---
current_design ucsbece154a_rf

set clk_period 6.0
set clk_io_pct 0.2

create_clock -name clk0 -period $clk_period [get_ports {clk}]

set non_clock_inputs [all_inputs -no_clocks]
set_input_delay [expr $clk_period * $clk_io_pct] -clock clk0 $non_clock_inputs
set_output_delay [expr $clk_period * $clk_io_pct] -clock clk0 [all_outputs]
==> metrics.sh <==
STATUS='finished clean'
IR_WORST_VDD_mV=0.2364
CRITPATHREQUIREDTIME_NS=4.80
CLOCK_SINK_TOTAL=1024
FLOORPLANUTILIZATION_PCT=40.48
CPLARGESTDELAYFAMILY='buffers and inverters'
FILLERS=10380
REG.LARGEST.LIST='MEM (1024)'
BIGGEST_AREA_CONSUMER_AMONG_SYNTHESIZED_CELLS='edfxtp_1'
GRT_FIRST_PASS_WIRELENGTH_UM=215700
SHARE_SEQ_OF_TOTAL_POWER_PCT=49.4
IO_PINS=113
CTS_ROOT_BUFFER='clkbuf_16'
HTREE_NUM_LEVELS=3
DRT-TOTAL-WL_UM=150600
HOLD_PATH_STARTPOINT='wd3_i[17]'
TOPCELLSBYAREA='edfxtp_1 (63%), mux2i_1 (21%), a22oi_1 (3.0%)'
POWER_SWITCHING_SHARE_PCT=22.78
DR.FIRST_ITER.DRC_COUNT=2013
POST_SYNTH_INST_COUNT=3386
CTS-BUFFERS-INSERTED=105
FINISH.UTILIZATION_PCT=46.63
P_CLK_SHARE_PCT=41.1
ROUTE.DETAILED.VIAS_PER_INST=5.891
POSTROUTEANTENNANETS=0
POSTCTSSETUPBUFFERS=0
CTS.PATH.MAX_BUFFERS=3
P_SWITCHING_W=0.003694
CORE_MM2=0.1204
HPWLAFTERDP_UM=86640
LAYOUT_TOP_CELLS='edfxtp_1 (1,024), mux2i_1 (1,024), nand3_1 (194)'
CTS.REPORTEDPATHS.CLKPINSLEW_NS=0.06
SYNTH_WARNINGS=1
SYNTH.LIB_CELLS_USED.DISTINCT=24
FINAL-SETUP-VIOL-COUNT=0
MAX_FFS_PER_REGISTER=1024
TIMING_WORST_SLEW_PIN_VALUE_NS=0.9236
TRACK_USAGE_PCT=26.27
IO_BUFFERS=112
YS_CHIP_AREA_MM2=0.04876
COMBPWRFRAC_PCT=9.4
P_LEAK_nW=20.66
DRT_PRE_ANTENNA_ITERS=7
SYN-CELL-AREA_MM2=0.04876
WORST_SETUP_PATH_END_KIND='output port'
ANTENNA_FOUND_INITIAL=9
CLOCK.FMAX_MHz=181.5
FINALSETUPTNS_NS=0
SLOWEST_DELAY_NS=0.73
POWERDENSITY_mW_PER_MM2=288.7
GLOBALROUTEOVERFLOWTOTAL=0
ROWS=127
VIAS=30960
TOP_CELL_TYPE_S_SHARE_OF_SYNTHESIZED_AREA_PCT=63.07
FIN_CELLS=5256
CTS.REPAIR.RESIZED=0
GP_CONGESTION=0.8771
SYN_AREA_PER_CELL_UM2=14.40
GRT_SETUP_UNREPAIRED='no'
CHIP_AREA_MM2=0.1233
WORST_EP_ARRIVAL_TIME_NS=4.31
WORSTSETUPSTARTPOINTTYPE='input pin'
REPORT.FINAL.SLEW_VIOL_COUNT=0
ORDERED_CELL_LIST_FOR_THE_CRITICAL_PATH='clkdlybuf4s50_1 -> nor2b_4 -> buf_12 -> a22o_1 -> nor3_1 -> a31oi_1 -> nand3_1 -> clkdlybuf4s50_1'
WORST_SETUP_SP='a1_i[0]'
DIE.SIZE.X_UM=351.1
CRITICAL-PATH-SLOWEST-CELL='nor2b_4'
POST_ROUTE_CELLS_DRIVE_ABOVE_1_SHARE_PCT=10.24
CELL_TOTAL_IN_THE_YOSYS_STAT_OUTPUT=3386
DRC_ERRORS=0
LARGEST_REGISTER='MEM'
TOTAL_OF_MAX_CAP_VIOLATIONS=0
P_INT_W=0.01252
PLACEDCELLCOUNT=5062
TIMING_HOLD_VIOLATIONS_FINAL=0
TRITONCTS='done'
CRITPATHMOSTFREQUENTCELL='clkdlybuf4s50_1'
SETUP.WORST_PATH.CLASS='input pin to output port'
AREA_GROWTH_SYN_TO_LAYOUT_PCT=15.20
WORST-PATH-MAX-FANOUT=32
WL_PER_CELL_UM=28.65
FINAL.HOLD.WORST_SLACK_NS=1.327
WARNING_COUNT=26
HOLD_PATH_CLASS='input pin to register'
FIRST_GLOBAL_VIAS=31650
TOTAL_POWER_W=0.01621
FP.DIEH_UM=351.1
WORSTPATHBUFFERINVERTERCOUNT=3
FINALCRITICALPERIOD_NS=5.510
CTS_HOLD_REPAIR.BUFFERS=0
FINAL.PERIOD_UTILIZATION_PCT=91.84
SLEW_HEADROOM_PCT=38.28
SEQUENTIAL_SHARE_OF_THE_SYNTHESIZED_AREA_PCT=63.07
YS_SEQ_ELEMENTS=1024
MAXIMUM_NUMBER_OF_PINS_ON_ONE_NET_BEFORE_GLOBAL_ROUTE_REPAIR=83
kinds of logic (layout without fill, tap and decap cells):
family          after synthesis  after routing  synth area share, %
compound gates              576            576                8.048
buf+inv                     253            478                3.146
other cells                   1             34             0.007691
flops                      1024           1024                63.07
mux                        1024           1024                21.02
simple gates                508            508                4.709
power groups by stage:
stage | Sequential [W] | Combinational, W | Clock (W)
finish | 0.00802 | 0.00153 | 0.00667
global route | 0.00803 | 0.00162 | 0.00701
CTS | 0.00802 | 0.00152 | 0.00675
worst paths after layout:
| kind | to | cells after the start |
|---|---|---|
| max | rd1_o[26] | 8 |
| min | MEM[10][17]$_DFFE_PP_ | 2 |
cell type report:
| class | count | area, µm² | area share [%] |
|---|---|---|---|
| multi-input cells | 2140 | 16890 | 30.07 |
| repair buffers | 286 | 3025 | 5.386 |
| flip-flops and latches | 1024 | 30750 | 54.75 |
| clock buffers | 132 | 2814 | 5.010 |
| diodes | 2 | 5.005 | 0.008910 |
| clock inverters | 60 | 669.4 | 1.192 |
| well taps | 1612 | 2017 | 3.591 |
metrics by stage:
| step | cell area, µm² | worst slack [ns] |
|---|---|---|
| finish | 56170 | 0.4898 |
| detailed placement | 52680 | 0.5190 |
| CTS | 56160 | 0.5158 |
| global route | 56160 | 0.3690 |
| floorplan | 48870 | 2.380 |
| global placement | 52680 | 0.5394 |
cell usage after synthesis:
cell and number:
a21oi_1 192, a22o_1 128, a22oi_1 192, a31oi_1 64, and2_1 2, buf_1 11, buf_2 62, buf_4 57
buf_6 37, clkbuf_1 82, clkbuf_4 4, conb_1 1, edfxtp_1 1024, mux2i_1 1024, nand2_1 195, nand2b_1 4
nand3_1 194, nand3b_1 5, nor2_1 34, nor2b_1 4, nor3_1 64, or2_2 2, or3_1 1, or3b_2 3
layer usage:
metal / vias to the layer above / routed length [µm] / global-route usage [%]
met5: - / 110 / 0
met3: 277 / 18900 / 13.38
met2: 1546 / 71970 / 40.34
li1: 13730 / - / -
met1: 15400 / 54760 / 34.28
met4: 16 / 4858 / 7.054
Power and IR drop assume default switching activity.
